[flow/config.mk]
export PLATFORM = sky130hd
export DESIGN_NAME = comparator
export DESIGN_NICKNAME = comparator
export VERILOG_FILES = /design/flow/design.v
export SDC_FILE = /design/flow/constraint.sdc
export NUM_CORES = 4
export LEC_CHECK = 1
export CORE_AREA = 10 10 70 70
export DIE_AREA = 0 0 80 80
[flow/constraint.sdc]
current_design comparator

set clk_period 1.5
set clk_io_pct 0.2

create_clock -name clk0 -period $clk_period

set non_clock_inputs [all_inputs -no_clocks]
set_input_delay [expr $clk_period * $clk_io_pct] -clock clk0 $non_clock_inputs
set_output_delay [expr $clk_period * $clk_io_pct] -clock clk0 [all_outputs]
[flow/design.v]
module comparator(out,in1,in2);
	input [31:0] in1,in2;
	output out;
	wire[31:0] result;
	assign out = (in1 == in2)?1:0;
endmodule
module test_comparator;
	reg[31:0] in1,in2;
	wire out;
	initial begin
		$monitor("In1:%h,In2:%h,Out:%h",in1,in2,out);
		in1=32'hFFFFFFFF;
		in2=32'hFFFFFFF0;
		#10
		in1=32'hFFFFEFFF;
		in2=32'hFFFFFFFF;
		#10
		in1=32'hFFFFFFFF;
		in2=32'hFFFF3FFF;
		#10
		in1=32'hFFFFFFFF;
		in2=32'hFFFFFFFF;
	end
	comparator C1(out,in1,in2);
endmodule
[flow/run.sh]
#!/bin/bash
# OpenROAD 26Q1-2900-gdf79404cd8, Yosys 0.63+post, stock flow scripts
make -C /OpenROAD-flow-scripts/flow DESIGN_CONFIG=/design/flow/config.mk WORK_HOME=/design/flow/orfs finish
==> ci_impl_report.md <==
### Yosys + OpenROAD results

| Metric | Value |
|---|---|
| Status | `finished with violations` |
| Violated checks | `setup timing` |
| Avg Cell Area, Syn | `8.06 µm²` |
| Critical path fanouts, max | `1` |
| Avg WL per Cell | `approximately 13 µm` |
| Leak | `around 0.43 nW` |
| Initial antenna violation count | `0` |
| Vias in the first global route | `approximately 600` |
| Layout cells sized above 1 | `a little over two fifths` |
| Final min period | `roughly 1500 ps` |
| Met1 usage | `a little over 7%` |
| Post-synthesis cell count | `~43` |
| CP Data Required Time | `roughly 1200 ps` |
| I/O Buffers | `65` |
| Largest net degree at the start of global routing | `2` |
| DR iter-0 viols | `0` |
| Synth area leaders | `xor2_1, nor4_1, nand4_1, nor2_1` |
| CP Buf/Inv Count | `2` |
| Clock buffer count | `0` |
| Final setup viols | `1` |
| Grt ovf | `0` |
| Tcrit/Tclk final | `102%` |
| Post-synth top cells | `xor2_1, nor4_1, nand4_1` |
| Io pins | `approximately 65` |
| Post-DP Area | `around 0.0011 mm²` |
| Max-area cell share | `slightly above 80%` |
| Total Wirelength | `around 1900 µm` |
| YS chip area | `between 300 and 400 µm²` |
| Worst setup path category | `in -> out` |
| Worst slew pin tran | `259 ps` |
| Init Core Util | `10.1%` |
| Antenna viol nets, final | `0` |
| Global Route Usage Sum | `approximately 5.4%` |
| Area leader, netlist | `xor2_1` |
| Peak VDD IR | `between 0.05 and 0.06 mV` |
| CP max stage delay | `300 ps` |
| Die area | `about 0.0064 mm²` |
| Flop count | `0` |
| Core Region | `~0.0034 mm²` |
| Fin area | `roughly 900 µm²` |
| Slew Viols, Final | `0` |
| Yosys Instances | `around 43` |
| Die Wd | `about 80 µm` |
| Final Wtd Congestion | `slightly above 0.8` |
| Slowest CP cell | `nor4_2` |
| Sequential area share after synthesis | `0%` |
| M3 GR Usage | `under 10%` |
| Via count | `between 500 and 600` |
| RSZ-0062 raised after global routing | `true` |
| Design Power | `between 0.00015 and 0.0002 W` |
| Cell Pwr Density | `approximately 220 mW/mm²` |
| Setup crit end kind | `output port` |
| Hold crit path type | `in -> out` |
| First-pass GRT wire length | `~2900 µm` |
| CP arrival | `around 1200 ps` |
| Final WS setup | `-27.9 ps` |
| DRC viols | `0` |
| Via density | `about 3.6` |
| Gr busiest metal | `met2` |
| Max Freq | `between 600 and 700 MHz` |
| Delay-heaviest family, CP | `simple AND/OR/NAND/NOR gates` |
| Max cap viols | `0` |
| Fillers | `about 400` |
| Diodes inserted | `0` |
| Die H | `about 80 µm` |
| Critical path startpoint category | `input port` |
| Slew HR | `between 80 and 90%` |
| Reg area | `0 µm²` |
| CP cell instances | `buf_6 -> xor2_1 -> nor4_2 -> nand4_1 -> nor2_1 -> buf_2` |
| TritonRoute pass-1 iters | `1` |
| Detailed Place HPWL | `approximately 1800 µm` |
| Count of tool warnings | `34` |
| Fin util | `between 20% and 30%` |
| Grt met2 use | `just under 8%` |
| Yosys warning count | `0` |
| Count leader, synth | `xor2_1` |
| TNS Setup | `-27.9 ps` |
| Final Hold Viols | `0` |
| Synth unique cells | `4` |
| Row count | `21` |
| Hold Buf Count CTS | `0` |
| Post-Place Worst Slack | `-869 ps` |
| Post-CTS Repair Setup Buffers | `0` |
| Post-synthesis cell area | `roughly 350 µm²` |
| Synthesis-to-finish area growth | `160%` |
==> report_power, final <==
| part | total, W | switching, W | internal [W] |
|---|---|---|---|
| Clock | 0 | 0 | 0 |
| Sequential | 0 | 0 | 0 |
| Combinational | 0.000196 | 0.0000726 | 0.000123 |
| Total | 0.000196 | 0.0000726 | 0.000123 |
==> cells in the final DEF (no fill, tap or decap), drive strengths merged <==
cell type       n
nor4            8
xor2           32
clkbuf          1
nand4           2
nor2            1
dlygate4sd2     4
buf            40
clkdlybuf4s15  20
==> timing repair <==
action | in CTS | in global routing
resized | 183 | 9
pin swaps | 40 | 7
setup endpoints to repair | 1 | 1
hold endpoints to repair | 0 | 0
==> layout make-up <==
| cell class | count | area [µm²] | share of cell area (%) |
|---|---|---|---|
| timing repair buffer | 65 | 465 | 51.6 |
| multi-input combinational | 43 | 379 | 42.0 |
| tap | 46 | 57.6 | 6.38 |
==> routing by layer <==
layer,share of wire (%),up-vias
met1,52,213
met4,0,0
met5,0,-
met2,31,62
met3,17,0
li1,-,278
==> worst min-delay path: cells and delay by family <==
family | cells | cell delay, ps
buffers and inverters | 2 | 190
AND/OR/NAND/NOR | 3 | 180
XOR/XNOR | 1 | 120
==> cells by family (layout without fill, tap and decap cells) <==
kind of cell	count (synthesis)	count (layout)	synth area share, %
xor+xnor	32	32	80.9
simple gates	11	11	19.1
buf+inv	0	65	0
==> metrics by stage <==
stage | std cells | hold WS (ps)
3_5_place_dp | 154 | 1740
4_1_cts | 154 | 1110
3_3_place_gp | 154 | 1750
5_1_grt | 154 | 1130
6_report | 154 | 1090
2_1_floorplan | 43 | 834
==> final timing paths <==
| check | startpoint | endpoint | depth (start not counted) |
|---|---|---|---|
| worst max-delay path | in1[13] | out | 6 |
| worst min-delay path | in1[20] | out | 6 |
Power and IR drop assume default switching activity.
